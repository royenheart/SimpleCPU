File: run.sh
#!/bin/bash
# OpenROAD 26Q1-2900-gdf79404cd8, Yosys 0.63+post, stock flow scripts
make -C /OpenROAD-flow-scripts/flow DESIGN_CONFIG=/design/flow/config.mk WORK_HOME=/design/flow/orfs finish
File: config.mk
export PLATFORM = sky130hd
export DESIGN_NAME = ALU
export DESIGN_NICKNAME = ALU
export VERILOG_FILES = /design/flow/design.v
export SDC_FILE = /design/flow/constraint.sdc
export NUM_CORES = 4
export LEC_CHECK = 1
export CORE_UTILIZATION = 50
File: constraint.sdc
current_design ALU

set clk_period 61.8
set clk_io_pct 0.2

create_clock -name clk0 -period $clk_period

set non_clock_inputs [all_inputs -no_clocks]
set_input_delay [expr $clk_period * $clk_io_pct] -clock clk0 $non_clock_inputs
set_output_delay [expr $clk_period * $clk_io_pct] -clock clk0 [all_outputs]
File: design.v
`timescale 1ns / 1ps
module ALU(
    op, A, B, out, zero
);
input [4:0] op;
input [31:0] A;
input [31:0] B;
output [31:0] out;
output zero;
wire [4:0] op;
wire [31:0] A;
wire [31:0] B;
reg [31:0] out;
reg zero;
initial
begin
    out <= 32'd0;
    zero <= 1'b0;
end
wire [31:0] BNegativeComplement;
wire [31:0] BNegative;
wire [31:0] AddOut;
wire AddOverflow;
wire [31:0] SubOut;
wire subOverflow;
wire [31:0] SubuOut;
wire subuOverflow;
wire [31:0] MulOut;
CLA32 Addu(.a(A),.b(B),.c_in(1'b0),.sum(AddOut),.overflow(AddOverflow));
assign BNegativeComplement = B[31] ? {1'b1, B[30:0]} : {1'b0, ~B[30:0] + 1}; 
CLA32 sub(.a(A),.b(BNegativeComplement),.c_in(1'b0),.sum(SubOut),.overflow(subOverflow));
assign BNegative = ~B+1;
CLA32 subu(.a(A),.b(BNegative),.c_in(1'b0),.sum(SubuOut),.overflow(subuOverflow));
Multiplier mul1(.A(A), .B(B), .result(MulOut));
always@(*)
begin
    case(op)
        5'b00000: 
            begin
                out = AddOut;
                zero = 1'b0;
            end
        5'b00001: 
            begin
                out = AddOut;
                zero = 1'b0;
            end
        5'b00010: 
            begin
                out = SubOut;
                zero = 1'b0;
            end
        5'b00011: 
            begin
                out = SubuOut;
                zero = 1'b0;
            end
        5'b00100: 
            begin
                out = A & B;
                zero = 1'b0;
            end
        5'b00101: 
            begin
                out = A | B;
                zero = 1'b0;
            end
        5'b00110: 
            begin
                out = A ^ B;
                zero = 1'b0;
            end
        5'b00111: 
            begin
                out = ~(A ^ B);
                zero = 1'b0;
            end
        5'b01000:
            begin
                if(A[31] == 1 && B[31] == 0) out = {31'b0, 1'b1};
                else if(A[31] == 0 && B[31] == 1) out = {31'b0, 1'b0};
                else out = SubOut ? 1 : 0;
                zero = 1'b0;
            end
        5'b01001:
            begin
                out = subuOverflow ? 0 : 1;
                zero = 1'b0;
            end
        5'b01010:
            begin
                out = B << A;
                zero = 1'b0;
            end
        5'b01011:
            begin
                out = B >> A;
                zero = 1'b0;
            end
        5'b01100:
            begin
                out = ($signed(B)) >>> A;
                zero = 1'b0;
            end
        5'b01101:
            begin
                out = 32'b0;
                zero = SubOut ? 1'b0 : 1'b1;
            end
        5'b01110:
            begin
                out = 32'b0;
                zero = SubOut ? 1'b1 : 1'b0;
            end
        5'b01111:
            begin
                out = B << 16;
                zero = 1'b0;
            end
        5'b10000:  
            begin
                out = MulOut;
                zero = 1'b0;
            end
        default:
            begin
                out = 32'b0;
                zero = 1'b0;
            end
    endcase
end
endmodule
`timescale 1ns / 1ps
module CLA16(
    a, b, c_in, sum, Gm, Pm
);
input [15:0] a;
input [15:0] b;
input c_in;
output [15:0] sum;
output Gm;
output Pm;
wire [15:0] a;
wire [15:0] b;
wire c_in;
wire [15:0] sum;
wire Gm;
wire Pm;
wire [3:0] P, G, cout;
CLA_add4 add1(a[3:0], b[3:0], c_in, sum[3:0], G[0], P[0]);
CLA_add4 add2(a[7:4], b[7:4], cout[0], sum[7:4], G[1], P[1]);
CLA_add4 add3(a[11:8], b[11:8], cout[1], sum[11:8], G[2], P[2]);
CLA_add4 add4(a[15:12], b[15:12], cout[2], sum[15:12], G[3], P[3]);
CLA_4 add5(P, G, c_in, cout, Gm, Pm);
endmodule
`timescale 1ns / 1ps
module CLA32(
     a, b, c_in, sum, overflow
);
input [31:0] a;
input [31:0] b;
input c_in;
output [31:0] sum;
output overflow;
wire [31:0] a;
wire [31:0] b;
wire c_in;
wire [31:0] sum;
wire overflow;
wire [1:0] P, G;
wire res1, res2, res3, c_1;
CLA16 add1(a[15:0], b[15:0], c_in, sum[15:0], G[0], P[0]);
CLA16 add2(a[31:16], b[31:16], c_1, sum[31:16], G[1], P[1]);
and a1(res1, P[0], c_in);
or a2(c_1, G[0], res1);
and a3(res2, P[1], P[0], c_in);
and a4(res3, P[1], G[0]);
or a5(overflow, G[1], res2, res3);
endmodule
`timescale 1ns / 1ps
module CLA_4(
    P, G, c_in, cout, Gm, Pm
);
input [3:0] P;
input [3:0] G;
input c_in;
output [3:0] cout;
output Gm;
output Pm;
wire [3:0] P;
wire [3:0] G;
wire c_in;
wire [3:0] cout;
wire Gm;
wire Pm;
wire now1, now2, now3, now4, now5, now6, now7, now8, now9, now10;
and a_1(now1 ,P[0], c_in);
or a_2(cout[0], G[0], now1);
and a_4(now2, P[1], P[0], c_in);
and a_5(now3, P[1], G[0]);
or a_6(cout[1], G[1], now2, now3);
and a_8(now4, P[2], P[1], P[0], c_in);
and a_9(now5, P[2], P[1], G[0]);
and a_10(now6, P[2], G[1]);
or a_11(cout[2], G[2], now4, now5, now6);
and a_13(now7, P[3], P[2], P[1], P[0], c_in);
and a_14(now8, P[3], P[2], P[1], G[0]);
and a_15(now9, P[3], P[2], G[1]);
and a_16(now10, P[3], G[2]);
or a_17(cout[3], G[3], now7, now8, now9, now10);
or a_19(Gm, G[3], now8, now9, now10);
and a_20(Pm, P[3], P[2], P[1], P[0]);
endmodule
`timescale 1ns / 1ps
module CLA_add4(
    a, b, c_in, sum, Gm, Pm
);
input [3:0] a;
input [3:0] b;
input c_in;
output [3:0] sum;
output Gm;
output Pm;
wire [3:0] a;
wire [3:0] b;
wire c_in;
wire [3:0] sum;
wire Gm;
wire Pm;
wire [3:0] P, G, cout;
add1 a1(a[0], b[0], c_in, sum[0], G[0], P[0]);
add1 a2(a[1], b[1], cout[0], sum[1], G[1], P[1]);
add1 a3(a[2], b[2], cout[1], sum[2], G[2], P[2]);
add1 a4(a[3], b[3], cout[2], sum[3], G[3], P[3]);
CLA_4 a5(P, G, c_in, cout, Gm, Pm);
endmodule
`timescale 1ns / 1ps
module Multiplier(
    A, B, result
);
input [31:0] A;
input [31:0] B;
output [31:0] result;
wire [31:0] A;
wire [31:0] B;
reg [31:0] result;
parameter n = 32;
integer i;
reg [2*n:0] P;
always@(A or B)
begin
    P = {32'b0,A,1'b0};
    for(i = 0; i < n; i = i + 1)
    begin
        case(P[1:0])
            2'b01:   
            begin
                P[2*n:n+1] = P[2*n:n+1] + B[n-1:0];
                P = {P[2*n:2*n],P[2*n:1]};
            end
            2'b10:   
            begin
                P[2*n:n+1] = P[2*n:n+1] + ( ~B[n-1:0] + 1);  
                P = {P[2*n:2*n],P[2*n:1]};
            end
            default:
            begin
                P = {P[2*n:2*n], P[2*n:1]};
            end
        endcase
    end
    result = {P[2*n], P[n-1:1]};
end
endmodule
`timescale 1ns / 1ps
module add1(
    a, b, c_in, sum, G, P
);
input a;
input b;
input c_in;
output sum;
output G;
output P;
wire a;
wire b;
wire c_in;
wire sum;
wire G;
wire P;
xor a1(sum, a, b, c_in);
and a2(G, a, b);
or a3(P, a, b);
endmodule
==> flow_summary.toml <==
# yosys + openroad results
[outcome]
status = "finished with violations"
violations = "setup timing"

[global_routing]
gr-total-overflow = 0
grt_max_degree = 59
grt_usage_pct = 49.14
grt_pass1_vias = 96560
grt_pass1_wl_mm = 595.8
antenna_found_initial = 33

[final_layout]
area_growth_pct = 38.79
layout-drive-gt1-share_pct = 30.06
utilization_pct = 69.94
fillers = 12050
logic_area_sq_um = 78650
clock_buffers = 0
flop_area_sq_um = 0
instances_no_fill = 17070
fin_area_sq_um = 110900
design.seq.count = 0

[timing]
min_period_over_period_pct = 111.7
final-hold-violation-count = 0
max_slew.worst_pin.slew_ps = 1024
setup_viol_count_final = 1
setup-tns-final_ps = -7207
period_minus_slack_ps = 69010
slew_violations = 0
slew_headroom_pct = 31.00
rsz0062_at_grt = "yes"
holdWs_ps = 25940
fin_ws_ps = -7207
max_freq_mhz = 14.49

[yosys]
ys_seq_share_pct = 0
synth-area-yosys_sq_um = 79910
synth_cells = 12050
synth.most_common_cell = "nand2_1"
ys_types = 101
ys_top_cells_by_count = "nand2_1 (1,795), xnor2_1 (1,471), ha_1 (1,185)"
largest_area_cell = "ha_1"
ys_warn_count = 2
yosys_cells = 12050
syn_area_sq_um = 79910
avgSynthCellArea_sq_um = 6.631
yosys-top-cells-area = "ha_1 (19%), xnor2_1 (16%), nand2_1 (8.4%)"
yosysTopAreaCellShare_pct = 18.55

[routing]
drt-total-wl_mm = 406.6
vias = 103900
wl_per_cell_um = 23.82
dr.pass1.iters = 9
drt-initial-drc-count = 9378
vias_per_cell = 6.088
drc = 0
route.antenna.remaining_nets = 0

[critical_path]
cp_slowest_cell = "or4b_4"
crit_arrival_ps = 56650
cpPeakStageDelay_ps = 520
required_ps = 49440
crit_path_end_kind = "output port"
startpoint_type = "primary input"
crit_type = "primary input to output port"
cp_max_fo = 8
cp_common_cell = "xnor2_1"

[floorplanning]
core_area_sq_um = 158600
chipHeight_um = 401.8
die_area_sq_um = 161400
io_pins = 102
initCoreUtil_pct = 50.40
rows = 146
die_w_um = 401.8

[placement]
dp_hpwl_mm = 314.7
routabilityCongestion = 1.135
dp_cells = 16870
placed_cell_area_sq_um = 106800
dpl_worst_slack_ps = -8834
io_buffers = 102

[clock_network]
cts_hold_buf = 0

[job]
warnings = 159
drv_cap = 0

[worst_hold_path]
hp-class = "primary input to output port"
[worst max-delay path: cells and delay by family]
family / cells / cell delay [ps]
XOR/XNOR: 57 / 10630
AND-OR/OR-AND: 62 / 9450
AND/OR/NAND/NOR: 71 / 10840
multiplexers: 3 / 810
buffers and inverters: 18 / 3270
adder cells (fa/ha/maj): 32 / 9270
[metal layers]
layer / wire (um) / track usage [%] / share of wire (%)
met5: 173 / 0 / 0.043
met4: 39480 / 36.73 / 9.7
met3: 46880 / 12.79 / 12
met2: 165900 / 72.85 / 41
met1: 154200 / 61.14 / 38
[path summary, 6_finish.rpt]
check	start	end	cells after the start
max	B[1]	out[31]	243
min	op[0]	out[6]	6
[final cells by class]
type | instances | share of cell area, %
timing repair buffer | 3592 | 24.53
tap | 2072 | 2.338
inverter | 638 | 2.159
antenna | 23 | 0.05190
multi-input combinational | 10750 | 70.92
[repair_timing]
action	4_1_cts	5_1_grt
pin swaps	176	211
setup buffers	135	46
setup endpoints to repair	2	2
resized	329	290
[logic make-up after synthesis]
group,after synthesis,synth area share [%]
simple gates,3804,20.90
compound gates,3574,28.47
xor+xnor,1773,19.68
buf+inv,1301,6.117
fa+ha+maj,1248,20.02
mux,350,4.809
[cell usage in the layout (no fill, tap or decap), types with 277 or more instances in the layout]
cell type / n
nor2_1: 883
a21oi_1: 910
buf_4: 3504
ha_1: 1080
o21ai_0: 653
inv_1: 606
xor2_1: 277
a21o_1: 339
nand2_1: 1780
xnor2_1: 1435

==> ./design.v <==
`timescale 1ns / 1ps
module CU_Single_Cycle(
    input wire [5:0] op,
    input wire [5:0] func,
    input wire zero,
    output wire MemtoReg,
    output wire MemWrite,
    output wire RegWrite,
    output wire [4:0] ALUControl,
    output wire [1:0] Branch,
    output wire ALUSrcA,
    output wire ALUSrcB,
    output wire [4:0] RegDst,
    output wire Extend,
    output wire PCtoReg
);
wire [11:0] opfunc;
assign opfunc = {op,func};
assign MemtoReg = (op == 6'b100011)?1'b1:1'b0;
assign MemWrite = (op == 6'b101011)?1'b1:1'b0;
assign RegWrite = (op == 6'b101011)?1'b0:1'b1;
assign ALUControl[4] = (opfunc == 12'b000000001000 || opfunc == 12'b011100000010 || op == 6'b000010 || op == 6'b000011)?1'b1:1'b0;
assign ALUControl[3] = (opfunc == 12'b000000101010 || opfunc == 12'b000000101011 || opfunc == 12'b000000000000 || opfunc == 12'b000000000010 || opfunc == 12'b000000000011 || opfunc == 12'b000000000100 || opfunc == 12'b000000000110 || opfunc == 12'b000000000111 || opfunc == 12'b000000001000 || op == 6'b001111 || op == 6'b000100 || op == 6'b000101 || op == 6'b001010 || op == 6'b001011 || op == 6'b000010 || op == 6'b000011)?1'b1:1'b0;
assign ALUControl[2] = (opfunc == 12'b000000100100 || opfunc == 12'b000000100101 || opfunc == 12'b000000100110 || opfunc == 12'b000000100111 || opfunc == 12'b000000000011 || opfunc == 12'b000000000111 || opfunc == 12'b000000001000 || op == 6'b001100 || op == 6'b001101 || op == 6'b001110 || op == 6'b001111 || op == 6'b000100 || op == 6'b000101 || op == 6'b000010 || op == 6'b000011)?1'b1:1'b0;
assign ALUControl[1] = (opfunc == 12'b000000100010 || opfunc == 12'b000000100011 || opfunc == 12'b000000100110 || opfunc == 12'b000000100111 || opfunc == 12'b000000000000 || opfunc == 12'b000000000010 || opfunc == 12'b000000000100 || opfunc == 12'b000000000110 || opfunc == 12'b000000001000 || op == 6'b001110 || op == 6'b001111 || op == 6'b000101 || op == 6'b000010 || op == 6'b000011)?1'b1:1'b0;
assign ALUControl[0] = (opfunc == 12'b000000100001 || opfunc == 12'b000000100011 || opfunc == 12'b000000100101 || opfunc == 12'b000000100111 || opfunc == 12'b000000101011 || opfunc == 6'b001011 || opfunc == 12'b000000000010 || opfunc == 12'b000000000110 || opfunc == 12'b000000001000 || op == 6'b001101 || op == 6'b001111 || op == 6'b000100 || op == 6'b000010 || op == 6'b000011)?1'b1:1'b0;
assign Branch[1] = (op == 6'b000010 || op == 6'b000011 || opfunc == 12'b000000001000)?1'b1:1'b0;
assign Branch[0] = (opfunc == 12'b000000001000 || (op == 6'b000100 && zero == 1'b1) || (op == 6'b000101 && zero == 1'b1))?1'b1:1'b0;
assign ALUSrcA = (opfunc == 12'b000000000000 || opfunc == 12'b000000000010 || opfunc == 12'b000000000011)?1'b1:1'b0;
assign ALUSrcB = (op == 6'b001000 || op == 6'b001001 || op == 6'b001100 || op == 6'b001101 || op == 6'b001110 || op == 6'b001111 || op == 6'b100011 || op == 6'b101011 || op == 6'b001010 || op == 6'b001011)?1'b1:1'b0;
assign RegDst = (opfunc == 12'b000000100000 || opfunc == 12'b000000100001 || opfunc == 12'b000000100010 || opfunc == 12'b000000100011 || opfunc == 12'b000000100100 || opfunc == 12'b000000100101 || opfunc == 12'b000000100110 || opfunc == 12'b000000100111 || opfunc == 12'b000000101010 || opfunc == 12'b000000101011 || opfunc == 12'b000000000000 || opfunc == 12'b000000000010 || opfunc == 12'b000000000011 || opfunc == 12'b000000000100 || opfunc == 12'b000000000110 || opfunc == 12'b000000000111 || opfunc == 12'b000000001000 || opfunc == 12'b011100000010)?1'b1:1'b0;
assign Extend = (op == 6'b001000 || op == 6'b001001 || op == 6'b100011 || op == 6'b101011 || op == 6'b000100 || op == 6'b000101 || op == 6'b001010 || op == 6'b001011)?1'b1:1'b0;
assign PCtoReg = (op == 6'b000011)?1'b1:1'b0;
endmodule
==> ./run.sh <==
#!/bin/bash
# OpenROAD 26Q1-2900-gdf79404cd8, Yosys 0.63+post, stock flow scripts
make -C /OpenROAD-flow-scripts/flow DESIGN_CONFIG=/design/flow/config.mk WORK_HOME=/design/flow/orfs finish
==> ./config.mk <==
export PLATFORM = sky130hd
export DESIGN_NAME = CU_Single_Cycle
export DESIGN_NICKNAME = CU_Single_Cycle
export VERILOG_FILES = /design/flow/design.v
export SDC_FILE = /design/flow/constraint.sdc
export NUM_CORES = 4
export LEC_CHECK = 1
export CORE_AREA = 10 10 70 70
export DIE_AREA = 0 0 80 80
==> ./constraint.sdc <==
current_design CU_Single_Cycle

set clk_period 3.3
set clk_io_pct 0.2

create_clock -name clk0 -period $clk_period

set non_clock_inputs [all_inputs -no_clocks]
set_input_delay [expr $clk_period * $clk_io_pct] -clock clk0 $non_clock_inputs
set_output_delay [expr $clk_period * $clk_io_pct] -clock clk0 [all_outputs]
==> results.json <==
{
  "status": "complete, no violations",
  "grt_pass1_wl_um": 3530,
  "finalPower_w": 0.0000812,
  "synthTopCellsByArea": "buf_4 8.2%, nor4_4 7.8%, nand2_1 6.8%, nor4b_2 5.5%, a21oi_1 4.6%",
  "fp.dieH_um": 80,
  "synth_area_um2": 548,
  "warning_count": 32,
  "place_congestion": 0.976,
  "chipArea_um2": 6400,
  "antenna_found_initial": 0,
  "max_freq_mhz": 315,
  "vias_per_cell": 4.51,
  "drc": 0,
  "whs_ps": 2230,
  "insertedDiodeCount": 0,
  "hp-class": "input pin to output pin",
  "end_kind": "output pin",
  "rsz0062_at_grt": "false",
  "regArea_um2": 0,
  "top_area_cell": "buf_4",
  "worstPathArrival_ps": 2510,
  "dp_hpwl_um": 1760,
  "io_pins": 32,
  "ys_cells": 81,
  "drv_cap": 0,
  "drt_iter0_drc": 37,
  "dr_total_vias": 731,
  "flop-count": 0,
  "n_fill_cell": 381,
  "fp_util": 0.160,
  "dpl_worst_slack_ps": 123,
  "finalHoldViolations": 0,
  "power_density_nw_per_um2": 86.8,
  "synthDominantCellAreaShare": 0.0822,
  "routed_wl_um": 2110,
  "drive_gt1_frac": 0.207,
  "postSynthSeqShare": 0,
  "crit_type": "input pin to output pin",
  "clock_buffers": 0,
  "grt_pass1_vias": 744,
  "avgSynthCellArea_um2": 6.77,
  "worst_setup_path_start_kind": "input pin",
  "setup_viol": 0,
  "leakage_nw": 0.381,
  "core_area_um2": 3420,
  "wl_per_cell_um": 13.0,
  "fp.dieW_um": 80,
  "yosysWarnings": 0,
  "top_cell": "nand2_1",
  "grt.total_usage": 0.0642,
  "timing.final.ws_setup_ps": 125,
  "yosys_area_um2": 548,
  "top_cells_by_count": "10 x nand2_1, 6 x buf_4, 6 x nor2_1, 5 x a21oi_1",
  "ant_nets": 0,
  "fin_crit_sh": 0.962,
  "cp.required_ps": 2640,
  "cts_setup_buffers": 0,
  "critical_path.max_fanout": 7,
  "period_needed_ps": 3170,
  "grt_overflow": 0,
  "portBuffers": 28,
  "grt_max_degree": 10,
  "ir_drop_mv": 0.0374,
  "syn_inst": 81,
  "rows": 21,
  "area_delta_synth_final_pct": 70.8,
  "firstDrtPassIters": 4,
  "fin_tns_setup_ps": 0,
  "slew_violations": 0,
  "synth_cell_types": 38,
  "stdcell_area_um2": 936,
  "place_area_um2": 920
}
==> critical path, stage by stage <==
cell and delay, ps:
clkdlybuf4s50_1 550, or3_1 410, o21ai_0 90, a32o_1 170, a32o_2 170, clkdlybuf4s50_1 470
==> per-stage QoR <==
| stage | utilization | std cells |
|---|---|---|
| global route | 0.274 | 162 |
| global placement | 0.269 | 162 |
| detailed placement | 0.269 | 162 |
| CTS | 0.269 | 162 |
| finish | 0.274 | 162 |
| floorplan | - | 84 |
==> power by group <==
part	switching, W	leakage (nW)	internal (W)
clock	0	0	0
combinational	0.0000379	0.381	0.0000433
sequential	0	0	0
==> path summary, 6_finish.rpt <==
| kind | start | to | slack, ps | cells after the start |
|---|---|---|---|---|
| min | zero | Branch[0] | 2230 | 4 |
| max | func[0] | ALUControl[0] | 130 | 6 |
==> per-layer routing <==
| layer | wire length [um] | share of wire | track usage | up-vias |
|---|---|---|---|---|
| met3 | 129 | 0.061 | 0.0125 | 2 |
| li1 | - | - | - | 368 |
| met2 | 1020 | 0.48 | 0.108 | 27 |
| met5 | 0 | 0 | 0 | - |
| met1 | 945 | 0.45 | 0.0850 | 334 |
| met4 | 14 | 0.0067 | 0.00528 | 0 |
==> layout make-up <==
| class | count | area, um2 | share of cell area |
|---|---|---|---|
| timing repair buffer | 41 | 385 | 0.412 |
| tap | 46 | 57.6 | 0.0615 |
| inverter | 3 | 11.3 | 0.0120 |
| multi-input combinational | 72 | 482 | 0.515 |
==> what timing repair did <==
action,in CTS,in global routing
hold buffers,0,0
setup endpoints to repair,0,2
resized,0,4
==> cell usage in the layout, fill, tap and decap left out, types with 2 or more instances in the layout <==
master           instances
o21ai_1                  3
inv_1                    3
nand3_1                  3
nand4_1                  3
o21ai_0                  2
nor4b_1                  2
conb_1                   4
dlymetal6s2s_1           3
a21oi_1                  5
nand2b_1                 2
buf_4                   13
nor2b_1                  3
o211ai_1                 2
or3_1                    2
nor3_1                   3
clkdlybuf4s50_1         25
nor4_4                   2
nand2_1                 10
nor2_1                   6
==> cells by family (layout without fill, tap and decap cells) <==
family          after synthesis  in the layout  synth area share
simple gates                 46             46             0.557
compound gates               22             22             0.279
buf+inv                      12             44             0.158
other cells                   1              4           0.00684
Power figures rest on the tool's default switching activity, not on a simulated workload.

==> flow/design.v <==
`timescale 1ns / 1ps
module ALU_BackUp_2022_03_23(
    input [4:0] op,
    input [31:0] A,
    input [31:0] B,
    output reg [31:0] out,
    output reg zero
    );
    initial
    begin
        out <= 32'd0;
        zero <= 1'b0;
    end
    reg [31:0] C;
    reg [31:0] D;
    reg [31:0] ans;
    always@(*)
    begin
        case(op)
            5'b00000: 
                begin
                    out = A + B;
                    zero = 1'b0;
                end
            5'b00001: 
                begin
                    out = A + B;
                    zero = 1'b0;
                end
            5'b00010: 
                begin
                    C = A[31] ? ({A[31],~A[30:0]}+1) : A; 
                    D = B[31] ? ({!B[31], B[30:0]}) : (~B + 1);
                    ans = C + D;
                    out = ans[31] ? ({ans[31],~(ans[30:0]-1)}) : ans;
                    zero = 1'b0;
                end
            5'b00011: 
                begin
                    out = A - B;
                    zero = 1'b0;
                end
            5'b00100: 
                begin
                    out = A & B;
                    zero = 1'b0;
                end
            5'b00101: 
                begin
                    out = A | B;
                    zero = 1'b0;
                end
            5'b00110: 
                begin
                    out = A ^ B;
                    zero = 1'b0;
                end
            5'b00111: 
                begin
                    out = ~(A ^ B);
                    zero = 1'b0;
                end
            5'b01000:
                begin
                    if(A[31] == 1 && B[31] == 1) out = {31'b0, A[30:0] > B[30:0] ? 1:0};
                    if(A[31] == 1 && B[31] == 0) out = {31'b0, 1'b1};
                    if(A[31] == 0 && B[31] == 1) out = {31'b0, 1'b0};
                    if(A[31] == 0 && B[31] == 0) out = {31'b0, A < B ? 1:0};
                    zero = 1'b0;
                end
            5'b01001:
                begin
                    out = {31'b0, A < B ? 1 : 0};
                    zero = 1'b0;
                end
            5'b01010:
                begin
                    out = B << A;
                    zero = 1'b0;
                end
            5'b01011:
                begin
                    out = B >> A;
                    zero = 1'b0;
                end
            5'b01100:
                begin
                    out = ($signed(B)) >>> A;
                    zero = 1'b0;
                end
            5'b01101:
                begin
                    out = 32'b0;
                    zero = (A == B) ? 1'b1 : 1'b0;
                end
            5'b01110:
                begin
                    out = 32'b0;
                    zero = (A != B) ? 1'b1 : 1'b0;
                end
            5'b01111:
                begin
                    out = B << 16;
                    zero = 1'b0;
                end
            default:
                begin
                    out = 32'b0;
                    zero = 1'b0;
                end
        endcase
    end
endmodule
==> flow/run.sh <==
#!/bin/bash
# OpenROAD 26Q1-2900-gdf79404cd8, Yosys 0.63+post, stock flow scripts
make -C /OpenROAD-flow-scripts/flow DESIGN_CONFIG=/design/flow/config.mk WORK_HOME=/design/flow/orfs finish
==> flow/config.mk <==
export PLATFORM = sky130hd
export DESIGN_NAME = ALU_BackUp_2022_03_23
export DESIGN_NICKNAME = ALU_BackUp_2022_03_23
export VERILOG_FILES = /design/flow/design.v
export SDC_FILE = /design/flow/constraint.sdc
export NUM_CORES = 4
export LEC_CHECK = 1
export CORE_UTILIZATION = 40
==> flow/constraint.sdc <==
current_design ALU_BackUp_2022_03_23

set clk_period 20.7
set clk_io_pct 0.2

create_clock -name clk0 -period $clk_period

set non_clock_inputs [all_inputs -no_clocks]
set_input_delay [expr $clk_period * $clk_io_pct] -clock clk0 $non_clock_inputs
set_output_delay [expr $clk_period * $clk_io_pct] -clock clk0 [all_outputs]
==> ci_impl_report.md <==
### Metrics collected by this job

| Metric | Value |
|---|---|
| Outcome | complete, no violations |
| Minimum clock period | approximately 12000 ps |
| Die Height | 191 um |
| Largest voltage drop on the vdd net | 0.0631 mV |
| End point of the critical path | zero |
| Total of flip-flops plus latches after synthesis | 32 |
| Fraction of final layout cells sized beyond drive strength 1 | 0.0637 |
| Number of top-level pins | 102 |
| Type of element capturing the critical path | output port |
| WP data arrival | approximately 8000 ps |
| Min-delay worst type | primary input to output port |
| Instance count of the mapped netlist | 2188 |
| Chip Width | 191 um |
| Initial core utilization | 0.409 |
| Number of nets still failing antenna checks after routing | 0 |
| Launching instance or port of the critical path | B[14] |
| Largest registers ranked by flip-flop count | out x32 |
| Post-CTS setup buffer count | 0 |
| Antenna violations before repair | 6 |
| Area fraction in full adders, half adders and majority gates | 0.118 |
| First-pass GRT wire length | between 100000 and 150000 um |
| Relative slew slack | 0.323 |
| Yosys Warn Count | 1 |
| Number of register pins that no clock reaches | 32 |
| # Cells Yosys | 2188 |
| Routed length per instance | ~33 um |
| Worst slew pin tran | 990 ps |
| Summed area of non-filler cells in the final layout | 0.0155 sq mm |
| Total overflow reported by the global router | 0 |
| Compound-cell area share of the yosys netlist | 0.361 |
| Top cells by count, synth | sky130_fd_sc_hd__nor2_1, sky130_fd_sc_hd__a21oi_1, sky130_fd_sc_hd__nand2_1, sky130_fd_sc_hd__o21ai_0, sky130_fd_sc_hd__clkbuf_1 |
| Number of global-route vias before repair | 16.5k |
| Count of endpoints failing setup in the final report | 0 |
| Number of DRC markers in iteration 0 | 2461 |
| Last weighted congestion value of the routability-driven placer | about 1.2 |
| Drc violations | 0 |
| Instance area at placement | 0.0155 sq mm |
| Number of unconstrained endpoints | roughly 64 |
| Aggregate global-route resource usage | 0.474 |
| Synthesis area per yosys | around 0.014 sq mm |
| Final number of hold-violating endpoints | 0 |
| Vias/cell | 6.95 |
| Portion of netlist area occupied by mux cells | 0.0883 |
| Critical path launch point type | primary input |
| First-pass iteration count of the detailed router | 9 |
| Power per Cell Area | 37.8 mW/mm^2 |
| Combined area of all synthesized cells | between 0.01 and 0.015 sq mm |
| Dominant flop cell | sky130_fd_sc_hd__dlxtn_1 |
| Main kind of combinational logic by area | AND-OR/OR-AND gates |
| Final WL | 85600 um |
| Flip-flop count of the largest register after layout | 32 |
| Leading cell type by number of instances after synthesis | sky130_fd_sc_hd__nor2_1 |
| Count of hold buffers inserted by post-cts repair | 0 |
| EDFF count, synth | 0 |
| Synthesized area per cell | 6.51 sq um |
| Synthesized-area fraction occupied by xor and xnor cells | 0.0829 |
| Core region area | 0.0348 sq mm |
| Fmax achieved | approximately 0.08 GHz |
| Final standard cell utilization of the core | 0.446 |
| Number of gates given a new drive strength after cts | 0 |
| Async S/R FF share, synth | 0 |
| LEAKAGE | 0.00620 uW |
| Maximum fanout encountered on the critical timing path | 16 |
| Setup CP Type | primary input to output port |
| Top cell type by total area after synthesis | sky130_fd_sc_hd__ha_1 |
| Final setup TNS | 0 ps |
| Count of input and output buffers | 102 |
| Post-synth cell types | 98 |
| Fill cell total of the finished layout | between 3k and 4k |
| Routed via count | 18.2k |
| Max-cap violation count | 0 |
| Largest net degree at the start of global routing | 81 |
| Total number of warnings across the stage logs | slightly below 100 |
| Final Max Tran Viols | 0 |
| Top post-synthesis cells by area | sky130_fd_sc_hd__ha_1, sky130_fd_sc_hd__a21oi_1, sky130_fd_sc_hd__nor2_1 |
| Hpwl dp | 68300 um |
| Chip Area | 0.0364 sq mm |
| Largest register by flop count | out |
| Fraction of the cycle the final worst path needs | 0.593 |
| Row cnt | 68 |
| RSZ-0062 raised after global routing | false |
| Synthesis-to-finish area growth | 8.94% |
| WP data required | ~17000 ps |
| AND/OR/NAND/NOR Cells, Area Fraction | 0.241 |
| Yosys top cell area share | 0.114 |
[critical path: stages]
cell	delay, ps
sky130_fd_sc_hd__clkdlybuf4s50_1	830
sky130_fd_sc_hd__inv_1	220
sky130_fd_sc_hd__ha_1	510
sky130_fd_sc_hd__or3_1	460
sky130_fd_sc_hd__or3_1	330
sky130_fd_sc_hd__or3_1	370
sky130_fd_sc_hd__nor4_1	320
sky130_fd_sc_hd__mux2_2	380
sky130_fd_sc_hd__nor2_1	90
sky130_fd_sc_hd__clkdlybuf4s50_1	470
[per-layer routing]
layer | up-vias | GRT usage | wire (um)
li1 | 8027 | - | -
met1 | 8555 | 0.610 | 32800
met2 | 1357 | 0.668 | 34100
met3 | 279 | 0.214 | 12900
met4 | 10 | 0.235 | 5660
met5 | - | 0 | 59
[how the worst min path moves through the flow]
stage                  from  endpoint  cells after the start
after global routing  op[3]      zero                      4
final                 op[3]      zero                      4
after CTS             op[3]      zero                      4
[kinds of logic (layout without fill, tap and decap cells)]
family,after synthesis,after routing
other,0,1
AOI/OAI and AO/OA,780,780
buffers and inverters,276,253
latches,32,32
xor gates and xnor gates,134,134
muxes,98,98
and+or+nand+nor,735,735
adders and majority gates,133,133
[final cells by class]
type,instances,area (sq um),share of cell area
inverter,106,398,0.0256
antenna,1,2.50,0.000161
tap,455,569,0.0367
timing repair buffer,147,1340,0.0861
multi-input combinational,1880,12700,0.820
sequential,32,480,0.0310
[stage by stage]
step | setup slack (ps) | instances | total power [uW] | hold WS (ps)
final | 8420 | 2621 | 587 | 9600
after global routing | 8210 | 2620 | 618 | 9690
after CTS | 8470 | 2620 | 557 | 9600
after detailed placement | 8490 | 2620 | 554 | 9590
after global placement | 8490 | 2620 | 552 | 9600
after floorplan | 9850 | 2188 | 370 | 8420
[cell usage in the layout, fill, tap and decap left out, types with 28 or more instances in the layout]
cell type | Yosys | layout
sky130_fd_sc_hd__o211ai_1 | 30 | 30
sky130_fd_sc_hd__xor2_1 | 41 | 41
sky130_fd_sc_hd__nor2_1 | 273 | 271
sky130_fd_sc_hd__a211oi_1 | 47 | 47
sky130_fd_sc_hd__a221oi_1 | 34 | 34
sky130_fd_sc_hd__nor3_1 | 64 | 63
sky130_fd_sc_hd__mux2i_1 | 66 | 66
sky130_fd_sc_hd__o21ai_0 | 139 | 139
sky130_fd_sc_hd__a31oi_1 | 41 | 41
sky130_fd_sc_hd__nand3_1 | 54 | 54
sky130_fd_sc_hd__xnor2_1 | 92 | 92
sky130_fd_sc_hd__a21oi_1 | 205 | 205
sky130_fd_sc_hd__clkdlybuf4s50_1 | 0 | 96
sky130_fd_sc_hd__buf_4 | 0 | 48
sky130_fd_sc_hd__a21o_1 | 42 | 42
sky130_fd_sc_hd__dlxtn_1 | 32 | 32
sky130_fd_sc_hd__inv_1 | 104 | 104
sky130_fd_sc_hd__nand2_1 | 187 | 187
sky130_fd_sc_hd__ha_1 | 130 | 130
sky130_fd_sc_hd__o21ai_1 | 28 | 28
[power by group]
group	switching, uW	total, uW	internal, uW
clock network	0	0.00000000940	-0.00000000000559
logic	394	584	191
registers	0.0267	2.69	2.66
total	394	587	193
Power and IR drop assume default switching activity.

===== /design/flow/config.mk =====
export PLATFORM = sky130hd
export DESIGN_NAME = PCAddr
export DESIGN_NICKNAME = PCAddr
export VERILOG_FILES = /design/flow/design.v
export SDC_FILE = /design/flow/constraint.sdc
export NUM_CORES = 4
export LEC_CHECK = 1
export CORE_UTILIZATION = 40

===== /design/flow/constraint.sdc =====
current_design PCAddr

set clk_period 14.9
set clk_io_pct 0.2

create_clock -name clk0 -period $clk_period

set non_clock_inputs [all_inputs -no_clocks]
set_input_delay [expr $clk_period * $clk_io_pct] -clock clk0 $non_clock_inputs
set_output_delay [expr $clk_period * $clk_io_pct] -clock clk0 [all_outputs]

===== /design/flow/design.v =====
`timescale 1ns / 1ps
module PCAddr(
    clk, rst,
    Branch, CurPC, ExtendImm, address, RS, NextPC
);
input clk;
input rst;
input [1:0] Branch;
input [31:0] CurPC;
input [31:0] ExtendImm;
input [25:0] address;
input [31:0] RS;
output [31:0] NextPC;
wire clk;
wire rst;
wire [1:0] Branch;
wire [31:0] CurPC;
wire [31:0] ExtendImm;
wire [25:0] address;
wire [31:0] RS;
reg [31:0] NextPC;
initial
begin
    NextPC <= 32'b0;
end
wire [31:0] PCPlus4, PCPlusExtend, PCPlusAddr;
assign PCPlus4 = CurPC + 3'b100;
assign PCPlusExtend = PCPlus4 + (ExtendImm << 2);
assign PCPlusAddr = {PCPlus4[31:28], address, 2'b00};
always@(*)
begin
    if(!rst) NextPC <= 32'b0;
    else begin
        case(Branch)
            2'b00: NextPC <= PCPlus4;
            2'b01: NextPC <= PCPlusExtend;
            2'b10: NextPC <= PCPlusAddr;
            2'b11: NextPC <= RS;
        endcase
    end
end
endmodule

===== /design/flow/run.sh =====
#!/bin/bash
# OpenROAD 26Q1-2900-gdf79404cd8, Yosys 0.63+post, stock flow scripts
make -C /OpenROAD-flow-scripts/flow DESIGN_CONFIG=/design/flow/config.mk WORK_HOME=/design/flow/orfs finish

==> impl_metrics.csv <==
group,metric,value,unit
worst_setup_path,critPathMaxFanout,8,
sta,max_freq,94.75,MHz
sta,setup_tns,0,ns
synth,syn_area_per_cell,7.095,um^2
synth,synth_top_cell_by_area,"ha_1",
synth,xor_area_share,12.28,%
sta,final-max-slew-violation-count,0,
drt,drtPass1Iterations,4,
pwr,p_per_area,34.05,nW/um^2
synth,ys_seq_share,0,%
sta,fin_crit_sh,70.83,%
sta,slew-limit-headroom,44.32,%
floorplan,ioPinCount,158,
hold_path,worstHoldStart,"RS[17]",
synth,adder_share,13.70,%
drt,wl_per_cell,17.18,um
sta,min_period,10.55,ns
sta,worst_slew_pin_slew,0.8336,ns
floorplan,rows,32,
job,drv_cap,0,
place,gp_congestion,0.9771,
global_route,grt_usage,27.86,%
floorplan,coreArea,7888,um^2
cts,post_cts_buffers,0,
worst_setup_path,cp.required,11.92,ns
final_layout,nClkBuffers,0,
final_layout,final_cell_area,4927,um^2
final_layout,seqCellArea,0,um^2
synth,synth_area,3342,um^2
synth,simple_gate_share,30.29,%
global_route,grt_pass1_wl,18.69,mm
worst_setup_path,endpoint_kind,"output pin",
synth,synthDistinctLibCells,69,
pwr,peakVddDrop,20.99,uV
floorplan,die_w,93.41,um
floorplan,initCoreUtil,42.37,%
global_route,antenna_found_initial,0,
final_layout,drive_gt1_share,6.312,%
sta,hold_ws,6.888,ns
synth,syn_inst,471,
place,portBuffers,155,
worst_setup_path,critical_path_class,"in -> out",
sta,setup_viol,0,
synth,yosys-top-cells-area,"ha_1, mux4_2, xnor2_1, a21oi_1, nand2_1",
synth,yosysTopAreaCellShare,13.10,%
drt,num_antenna_cells,0,
drt,drtIter0Drc,251,
synth,mux_area_share,12.84,%
drt,ant_nets,0,
place,dpl.hpwl,10.26,mm
final_layout,ff_count,0,
outcome,status,"completed",
cts,cts_resized,0,
pwr,power.leakage,1.926,nW
hold_path,min_path_cells,4,
drt,postRouteWirelength,12.10,mm
global_route,first_global_vias,3734,
hold_path,min_to,"NextPC[17]",
cts,cts_hold_buf,0,
global_route,grt_max_degree,43,
floorplan,die_area,8724,um^2
global_route,overflow,0,
final_layout,fill_cells,716,
synth,ys_cells,471,
sta,rsz0062_at_grt,"no",
place,place_area,4927,um^2
drt,via_per_inst,5.828,
hold_path,hold_class,"in -> out",
synth,ys_sh_aoi,25.27,%
drt,drc,0,
synth,yosys_area,3342,um^2
drt,num_vias,4103,
synth,yosys_warnings,1,
final_layout,comb_area,3154,um^2
worst_setup_path,start_kind,"input port",
job,warnings,41,
sta,finalHoldViolCount,0,
worst_setup_path,worstPathArrival,7.57,ns
floorplan,die_h,93.41,um
final_layout,syn_to_final_growth,47.44,%
synth,synth.logic.top_family,"simple AND/OR/NAND/NOR gates",
critical path, stage by stage:
cell	delay (ns)
clkdlybuf4s50_1	0.55
and4_1	0.32
nand4_1	0.28
or2_2	0.38
nor2_1	0.12
xor2_1	0.30
ha_1	0.39
a21oi_1	0.25
o21ai_0	0.16
a211o_1	0.24
a211o_1	0.29
a221oi_2	0.35
xnor2_1	0.16
nand2_1	0.11
a31oi_1	0.22
clkdlybuf4s50_1	0.49
worst max path at each step:
| stage | startpoint | end | slack (ns) | cells after the start |
|---|---|---|---|---|
| after CTS | CurPC[4] | NextPC[26] | 4.38 | 16 |
| after global routing | CurPC[4] | NextPC[26] | 4.12 | 16 |
| final | CurPC[4] | NextPC[26] | 4.35 | 16 |
Yosys cell counts (all sizes together) (15+ instances only):
cell type  number
a21o           15
a21oi          41
and2           19
clkbuf         19
ha             35
inv            16
nand2          42
nand3          20
nand4          25
nor2           38
o21ai          26
xnor2          30
xor2           16
power by group:
group	internal, mW	switching [mW]	total [mW]
clock	0	0	0
combinational	0.0917	0.0761	0.168
sequential	0	0	0
per-stage QoR:
stage / setup WS, ns / utilization [%] / std cells / total power, mW
after detailed placement: 4.376 / 62.47 / 704 / 0.1664
after global placement: 4.381 / 62.47 / 704 / 0.1656
after global routing: 4.118 / 62.47 / 704 / 0.1827
after CTS: 4.380 / 62.47 / 704 / 0.1675
after floorplan: 6.005 / - / 471 / 0.09263
final: 4.346 / 62.47 / 704 / 0.1678
metal layers:
layer  track usage [%]  vias to the layer above  routed length (um)
met2             45.96                      146                5620
li1                  -                     2034                   -
met1             41.23                     1917                5496
met5                 0                        -                   0
met4             1.795                        0                  85
met3             3.226                        6                 893
placed cells by master (no fill, tap or decap), types with 3 or more instances in the layout:
master | netlist | layout
a211oi_1 | 6 | 6
a21o_1 | 15 | 15
a21oi_1 | 38 | 38
a21oi_2 | 3 | 3
a22oi_1 | 3 | 3
a31oi_1 | 5 | 5
and2_1 | 19 | 19
and3_1 | 5 | 5
and4_1 | 5 | 5
buf_4 | 1 | 4
clkdlybuf4s50_1 | 0 | 155
ha_1 | 35 | 35
inv_1 | 15 | 15
mux2_2 | 3 | 3
mux2i_1 | 8 | 8
mux4_2 | 14 | 14
nand2_1 | 42 | 42
nand2b_1 | 4 | 4
nand3_1 | 20 | 20
nand4_1 | 24 | 24
nor2_1 | 37 | 37
nor2b_1 | 4 | 4
nor3_1 | 11 | 11
nor4_1 | 5 | 5
o21a_1 | 3 | 3
o21ai_0 | 22 | 22
o21ai_1 | 3 | 3
o21bai_1 | 3 | 3
o221ai_1 | 3 | 3
or3_1 | 3 | 3
xnor2_1 | 30 | 30
xor2_1 | 15 | 15
cell type report:
cell class	count	area share (%)
inverter	17	1.295
multi-input combinational	426	64.02
tap	102	2.590
timing repair buffer	159	32.10
cells by family (layout without fill, tap and decap cells):
family                   after synthesis  after routing
AND/OR/NAND/NOR                      192            192
AND-OR/OR-AND                        127            127
XOR/XNOR                              46             46
buffers and inverters                 45            176
adder cells (fa/ha/maj)               36             36
multiplexers                          25             25
Power figures rest on the tool's default switching activity, not on a simulated workload.

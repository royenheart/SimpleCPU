===== ./run.sh =====
#!/bin/bash
# OpenROAD 26Q1-2900-gdf79404cd8, Yosys 0.63+post, stock flow scripts
make -C /OpenROAD-flow-scripts/flow DESIGN_CONFIG=/design/flow/config.mk WORK_HOME=/design/flow/orfs finish

===== ./config.mk =====
export PLATFORM = sky130hd
export DESIGN_NAME = ALU_Single_Cycle
export DESIGN_NICKNAME = ALU_Single_Cycle
export VERILOG_FILES = /design/flow/design.v
export SDC_FILE = /design/flow/constraint.sdc
export NUM_CORES = 4
export LEC_CHECK = 1
export CORE_UTILIZATION = 40

===== ./constraint.sdc =====
current_design ALU_Single_Cycle

set clk_period 103.0
set clk_io_pct 0.2

create_clock -name clk0 -period $clk_period

set non_clock_inputs [all_inputs -no_clocks]
set_input_delay [expr $clk_period * $clk_io_pct] -clock clk0 $non_clock_inputs
set_output_delay [expr $clk_period * $clk_io_pct] -clock clk0 [all_outputs]

===== ./design.v =====
`timescale 1ns / 1ps
module ALU_Single_Cycle(
    input [4:0] op,
    input [31:0] A,
    input [31:0] B,
    output reg [31:0] out,
    output reg zero
);
    initial
    begin
        out <= 32'd0;
        zero <= 1'b0;
    end
    wire [31:0] BNegativeComplement;
    wire [31:0] BNegative;
    wire [31:0] AddOut;
    wire AddOverflow;
    wire [31:0] SubOut;
    wire subOverflow;
    wire [31:0] SubuOut;
    wire subuOverflow;
    wire [31:0] MulOut;
    CLA32 Addu(.a(A),.b(B),.c_in(1'b0),.sum(AddOut),.overflow(AddOverflow));    
    assign BNegativeComplement = B[31] ? {1'b1, B[30:0]} : {1'b0, ~B[30:0] + 1}; 
    CLA32 sub(.a(A),.b(BNegativeComplement),.c_in(1'b0),.sum(SubOut),.overflow(subOverflow));    
    assign BNegative = ~B+1;
    CLA32 subu(.a(A),.b(BNegative),.c_in(1'b0),.sum(SubuOut),.overflow(subuOverflow));    
    Multiplier mul1(.A(A), .B(B), .result(MulOut));
    always@(*)
    begin
        case(op)
            5'b00000: 
                begin
                    out = AddOut;
                    zero = 1'b0;
                end
            5'b00001: 
                begin
                    out = AddOut;
                    zero = 1'b0;
                end
            5'b00010: 
                begin
                    out = SubOut;
                    zero = 1'b0;
                end
            5'b00011: 
                begin
                    out = SubuOut;
                    zero = 1'b0;
                end
            5'b00100: 
                begin
                    out = A & B;
                    zero = 1'b0;
                end
            5'b00101: 
                begin
                    out = A | B;
                    zero = 1'b0;
                end
            5'b00110: 
                begin
                    out = A ^ B;
                    zero = 1'b0;
                end
            5'b00111: 
                begin
                    out = ~(A ^ B);
                    zero = 1'b0;
                end
            5'b01000:
                begin
                    if(A[31] == 1 && B[31] == 0) out = {31'b0, 1'b1};
                    else if(A[31] == 0 && B[31] == 1) out = {31'b0, 1'b0};
                    else out = SubOut ? 1 : 0;
                    zero = 1'b0;
                end
            5'b01001:
                begin
                    out = subuOverflow ? 0 : 1;
                    zero = 1'b0;
                end
            5'b01010:
                begin
                    out = B << A;
                    zero = 1'b0;
                end
            5'b01011:
                begin
                    out = B >> A;
                    zero = 1'b0;
                end
            5'b01100:
                begin
                    out = ($signed(B)) >>> A;
                    zero = 1'b0;
                end
            5'b01101:
                begin
                    out = 32'b0;
                    zero = SubOut ? 1'b0 : 1'b1;
                end
            5'b01110:
                begin
                    out = 32'b0;
                    zero = SubOut ? 1'b1 : 1'b0;
                end
            5'b01111:
                begin
                    out = B << 16;
                    zero = 1'b0;
                end
            5'b10000:  
                begin
                    out = MulOut;
                    zero = 1'b0;
                end
            default:
                begin
                    out = 32'b0;
                    zero = 1'b0;
                end
        endcase
    end
endmodule
`timescale 1ns / 1ps
module CLA16(
    a, b, c_in, sum, Gm, Pm
);
input [15:0] a;
input [15:0] b;
input c_in;
output [15:0] sum;
output Gm;
output Pm;
wire [15:0] a;
wire [15:0] b;
wire c_in;
wire [15:0] sum;
wire Gm;
wire Pm;
wire [3:0] P, G, cout;
CLA_add4 add1(a[3:0], b[3:0], c_in, sum[3:0], G[0], P[0]);
CLA_add4 add2(a[7:4], b[7:4], cout[0], sum[7:4], G[1], P[1]);
CLA_add4 add3(a[11:8], b[11:8], cout[1], sum[11:8], G[2], P[2]);
CLA_add4 add4(a[15:12], b[15:12], cout[2], sum[15:12], G[3], P[3]);
CLA_4 add5(P, G, c_in, cout, Gm, Pm);
endmodule
`timescale 1ns / 1ps
module CLA32(
     a, b, c_in, sum, overflow
);
input [31:0] a;
input [31:0] b;
input c_in;
output [31:0] sum;
output overflow;
wire [31:0] a;
wire [31:0] b;
wire c_in;
wire [31:0] sum;
wire overflow;
wire [1:0] P, G;
wire res1, res2, res3, c_1;
CLA16 add1(a[15:0], b[15:0], c_in, sum[15:0], G[0], P[0]);
CLA16 add2(a[31:16], b[31:16], c_1, sum[31:16], G[1], P[1]);
and a1(res1, P[0], c_in);
or a2(c_1, G[0], res1);
and a3(res2, P[1], P[0], c_in);
and a4(res3, P[1], G[0]);
or a5(overflow, G[1], res2, res3);
endmodule
`timescale 1ns / 1ps
module CLA_4(
    P, G, c_in, cout, Gm, Pm
);
input [3:0] P;
input [3:0] G;
input c_in;
output [3:0] cout;
output Gm;
output Pm;
wire [3:0] P;
wire [3:0] G;
wire c_in;
wire [3:0] cout;
wire Gm;
wire Pm;
wire now1, now2, now3, now4, now5, now6, now7, now8, now9, now10;
and a_1(now1 ,P[0], c_in);
or a_2(cout[0], G[0], now1);
and a_4(now2, P[1], P[0], c_in);
and a_5(now3, P[1], G[0]);
or a_6(cout[1], G[1], now2, now3);
and a_8(now4, P[2], P[1], P[0], c_in);
and a_9(now5, P[2], P[1], G[0]);
and a_10(now6, P[2], G[1]);
or a_11(cout[2], G[2], now4, now5, now6);
and a_13(now7, P[3], P[2], P[1], P[0], c_in);
and a_14(now8, P[3], P[2], P[1], G[0]);
and a_15(now9, P[3], P[2], G[1]);
and a_16(now10, P[3], G[2]);
or a_17(cout[3], G[3], now7, now8, now9, now10);
or a_19(Gm, G[3], now8, now9, now10);
and a_20(Pm, P[3], P[2], P[1], P[0]);
endmodule
`timescale 1ns / 1ps
module CLA_add4(
    a, b, c_in, sum, Gm, Pm
);
input [3:0] a;
input [3:0] b;
input c_in;
output [3:0] sum;
output Gm;
output Pm;
wire [3:0] a;
wire [3:0] b;
wire c_in;
wire [3:0] sum;
wire Gm;
wire Pm;
wire [3:0] P, G, cout;
add1 a1(a[0], b[0], c_in, sum[0], G[0], P[0]);
add1 a2(a[1], b[1], cout[0], sum[1], G[1], P[1]);
add1 a3(a[2], b[2], cout[1], sum[2], G[2], P[2]);
add1 a4(a[3], b[3], cout[2], sum[3], G[3], P[3]);
CLA_4 a5(P, G, c_in, cout, Gm, Pm);
endmodule
`timescale 1ns / 1ps
module Multiplier(
    A, B, result
);
input [31:0] A;
input [31:0] B;
output [31:0] result;
wire [31:0] A;
wire [31:0] B;
reg [31:0] result;
parameter n = 32;
integer i;
reg [2*n:0] P;
always@(A or B)
begin
    P = {32'b0,A,1'b0};
    for(i = 0; i < n; i = i + 1)
    begin
        case(P[1:0])
            2'b01:   
            begin
                P[2*n:n+1] = P[2*n:n+1] + B[n-1:0];
                P = {P[2*n:2*n],P[2*n:1]};
            end
            2'b10:   
            begin
                P[2*n:n+1] = P[2*n:n+1] + ( ~B[n-1:0] + 1);  
                P = {P[2*n:2*n],P[2*n:1]};
            end
            default:
            begin
                P = {P[2*n:2*n], P[2*n:1]};
            end
        endcase
    end
    result = {P[2*n], P[n-1:1]};
end
endmodule
`timescale 1ns / 1ps
module add1(
    a, b, c_in, sum, G, P
);
input a;
input b;
input c_in;
output sum;
output G;
output P;
wire a;
wire b;
wire c_in;
wire sum;
wire G;
wire P;
xor a1(sum, a, b, c_in);
and a2(G, a, b);
or a3(P, a, b);
endmodule

==> summary.txt <==
slowest stage cell, crit path: o311ai_0
WL/cell: 27.9 um
WP buf/inv: 15
Gate Count Post-Synth: 12100
Seq/Total Area, Yosys: 0%
yosys stat cell total: 12100
setup slack after layout: 7.46 ns
M2 GR Usage: 56.3%
RePlAce Congestion: 1.09
total wire length: 404000 um
Synth area leaders: ha_1 (19%), xnor2_1 (16%), nand2_1 (8.4%)
post_cts resized: 0
DIE AREA: 202000 um2
crit path DAT: 74.94 ns
Register Area: 0 um2
Clock Buffer Count: 0
Detail Route Antenna Nets: 0
Die Y-Extent: 449 um
top cell family by delay on the critical path: AND-OR/OR-AND gates
Rows: 163
Distinct lib cells used: 101
RSZ-0062 raised after global routing: no
Crit path depth: 254
Worst slew margin: 22.8%
hold buffer count at CTS: 0
path type of the worst min-delay path: primary input to primary output
Worst-Margin Slew: 1.14 ns
dpl ws: 8.09 ns
Worst setup SP type: primary input
grt ovf: 0
met1 Use GR: 55.0%
Req. time, crit path: 82.40 ns
largest net degree at the start of global routing: 66
critical path capture point type: primary output
GRT Total Usage: 39.3%
Post-DP Area: 84500 um2
Max Cap Viol: 0
Gate Area: 75200 um2
drt pass-1 iters: 7
f_max: 10.5 MHz
total setup buffers inserted after CTS: 0
DR vias: 88700
synth warn: 2
Top-area cell share: 18.6%
Via-to-Cell Ratio: 6.12
total I/O pin count: 102
count of tool warnings: 156
initial DRC count: 9157
setup violators final: 0
Max Slew Vio Count: 0
Synth Area per Inst: 6.63 um2
status: finished clean
vias in the first global route: 80000
share of cells above drive strength 1: 6.85%
Filler Cells Inserted: 20200
post-layout instance area: 84500 um2
Yosys chip area: 79900 um2
Top Usage Layer GRT: met2
Die W: 449 um
dpl hpwl: 316000 um
number of I/O port buffers: 102
Worst Path Class, Setup: primary input to primary output
seq_cells: 0
Final Hold Viols: 0
mapped cell area: 79900 um2
Fin Setup TNS: 0 ns
post-synth top area cell: ha_1
met3 Usage GRT: 10.2%
Period Utilization, post-route: 92.8%
initial antenna violation count: 23
max incr delay on CP: 0.94 ns
Max FO, Critical Path: 25
Hold Path Cell Cnt: 4
final worst path period need: 95.54 ns
Core Util at FP: 40.4%
# DRC: 0
first-pass GRT wire length: 575000 um
Area Growth Syn to Fin: 5.79%
core area: 198000 um2
routing by layer:
layer,routed length [um],vias to the layer above
li1,-,42000
met1,175000,41800
met2,164000,4143
met3,43200,717
met4,22200,14
met5,100,-
layout by cell type (no fill, tap or decap), types with 60 or more instances in the layout:
master / n
inv_1: 612
nor2_1: 913
ha_1: 1172
a31oi_1: 123
nor2b_1: 110
nand3_1: 176
o21bai_1: 278
o21ai_0: 786
o31ai_1: 77
mux2_2: 211
nor3_1: 219
mux2i_1: 133
and3_1: 92
a21o_1: 339
or3_1: 66
xor2_1: 284
nand2b_1: 105
a211oi_1: 141
clkdlybuf4s50_1: 69
xnor2_1: 1469
and2_1: 86
o21a_1: 150
or2_2: 60
o211ai_1: 78
buf_4: 379
nand2_1: 1787
a21oi_1: 1044
tightest hold or removal path, delay by kind of cell:
| family | cells | cell delay, ns |
|---|---|---|
| and+or+nand+nor | 1 | 0.19 |
| buffers and inverters | 3 | 0.99 |
Yosys cell counts (all sizes together), types with 38 or more instances:
| master | count |
|---|---|
| nor4 | 40 |
| o31ai | 78 |
| mux2i | 134 |
| ha | 1185 |
| nand3 | 178 |
| o21bai | 278 |
| xor2 | 288 |
| a21o | 339 |
| o21ai | 796 |
| or2 | 60 |
| a211oi | 142 |
| xnor2 | 1476 |
| nand2b | 105 |
| or3 | 76 |
| nand2 | 1795 |
| fa | 54 |
| nor2 | 913 |
| a31o | 38 |
| a211o | 54 |
| and3 | 92 |
| o22ai | 52 |
| and2 | 87 |
| mux2 | 211 |
| clkbuf | 530 |
| nor3 | 224 |
| nor2b | 110 |
| inv | 621 |
| buf | 133 |
| a31oi | 123 |
| o211ai | 79 |
| nand4 | 57 |
| o21a | 150 |
| a21oi | 1044 |
metrics by stage:
stage               utilization, %  cells  hold slack [ns]
floorplan                        -  12100            41.41
global placement              42.7  14500            42.38
detailed placement            42.7  14500            42.39
CTS                           42.7  14500            42.39
global route                  42.7  14500            42.42
finish                        42.7  14500            42.38
cells by family after synthesis:
kind of cell    after synthesis  share of synthesized area (%)
xor+xnor                   1773                           19.7
fa+ha+maj                  1248                           20.0
compound gates             3574                           28.5
mux                         350                           4.81
buf+inv                    1301                           6.12
simple gates               3804                           20.9
cell type report:
class / count / area share, %
antenna: 13 / 0.0385
inverter: 638 / 2.83
multi-input combinational: 10700 / 88.9
timing repair buffer: 459 / 4.30
tap: 2640 / 3.91
final timing paths:
path / slack (ns) / from / endpoint
max: 7.46 / B[2] / out[31]
min: 42.38 / op[3] / zero

[./design.v]
`timescale 1ns / 1ps
module PCAddr_Single_Cycle(
    input wire [31:0] PC,
    input wire clk,
    output wire [31:0] IPC
);
reg [31:0] store;
initial
begin
    store <= 32'd0;
end
assign IPC = store;
always@(posedge clk)
begin
    store <= PC;
end
endmodule
[./run.sh]
#!/bin/bash
# OpenROAD 26Q1-2900-gdf79404cd8, Yosys 0.63+post, stock flow scripts
make -C /OpenROAD-flow-scripts/flow DESIGN_CONFIG=/design/flow/config.mk WORK_HOME=/design/flow/orfs finish
[./config.mk]
export PLATFORM = sky130hd
export DESIGN_NAME = PCAddr_Single_Cycle
export DESIGN_NICKNAME = PCAddr_Single_Cycle
export VERILOG_FILES = /design/flow/design.v
export SDC_FILE = /design/flow/constraint.sdc
export NUM_CORES = 4
export LEC_CHECK = 1
export CORE_AREA = 10 10 80 80
export DIE_AREA = 0 0 90 90
[./constraint.sdc]
current_design PCAddr_Single_Cycle

set clk_period 1.0
set clk_io_pct 0.2

create_clock -name clk0 -period $clk_period [get_ports {clk}]

set non_clock_inputs [all_inputs -no_clocks]
set_input_delay [expr $clk_period * $clk_io_pct] -clock clk0 $non_clock_inputs
set_output_delay [expr $clk_period * $clk_io_pct] -clock clk0 [all_outputs]
==> impl_metrics.py <==
# Synthesis and PnR figures
metrics = {
    "global_route": {
        "grt-ovfl-total": 0,
        "grt_start_max_net_pins": 11,
        "antenna_found_initial": 0,
        "grt_pass1_vias": 557,
        "grt_first_pass_wirelength_um": 3140,
        "grt_usage": 0.0491,
    },
    "timing": {
        "fin_tns_setup_ns": 0,
        "finalCritPeriodShare": 0.961,
        "holdWs_ns": 0.358,
        "hold_violations": 0,
        "worst_slew_pin_slew_ns": 0.0660,
        "fmax_mhz": 1040,
        "setup_violations": 0,
        "rsz0062_at_grt": "no",
        "min_period_ns": 0.961,
        "slew_headroom": 0.956,
        "drv_slew": 0,
    },
    "die": {
        "die-area_um2": 8100,
        "core_util_floorplan": 0.136,
        "num_rows": 25,
        "die_h_um": 90,
        "ioPinCount": 65,
        "die_x_um": 90,
        "core_area_um2": 4720,
    },
    "route": {
        "wirelength_um": 2050,
        "vias": 499,
        "dr.pass1.iters": 2,
        "wl_per_cell_um": 12.0,
        "detail-route-antenna-nets": 0,
        "wl_met2_um": 730,
        "vias_per_cell": 2.92,
        "antenna-diode-count": 0,
        "wl_met3_um": 568,
        "wl_met1_um": 718,
        "drc_errors": 0,
        "first_iter_violations": 1,
        "highest_layer": "met4",
    },
    "cts": {
        "cts_buffers": 5,
        "cts-resized-gates": 67,
        "clk_pin_slew_worst_paths_ns": 0.07,
        "root_buffer": "clkbuf_8",
        "postCtsHoldBufs": 0,
        "cts_tree": "built",
        "max-clock-path-buffers": 2,
        "numClockSinks": 32,
        "post_cts_buffers": 0,
        "h-tree-depth": 2,
    },
    "cells_and_area": {
        "postLayoutCoreUtil": 0.313,
        "drive_above_1_share": 0.221,
        "logic_area_um2": 0,
        "final_common_cell": "clkdlybuf4s50_1",
        "final_cell_area_um2": 1480,
        "lay_top_cells": "32 x clkdlybuf4s50_1, 27 x clkdlybuf4s15_1, 22 x dfxtp_1",
        "area_growth_pct": 131,
        "reg.largest.list": "store (32)",
        "largest_reg_flops": 32,
        "comb_cells": 0,
        "regMostFlops": "store",
    },
    "logic_synthesis": {
        "largest_area_cell": "dfxtp_1",
        "synth.distinct_cells": 1,
        "synth_area_um2": 641,
        "ys_seq_frac": 1.00,
        "yosys-stat-area_um2": 641,
        "yosys_warnings": 1,
        "top_cells_by_area": "dfxtp_1 100%",
        "netlist_instances": 32,
        "avgSynthCellArea_um2": 20.0,
        "ys.flops": 32,
        "ys_cells": 32,
        "synth_top_area_share": 1.00,
    },
    "critical_path": {
        "cp-start-kind": "flip-flop",
        "path_buffers": 1,
        "crit_slowest_cell": "dfxtp_2",
        "crit_path_end_kind": "output pin",
        "slowest_delay_ns": 0.31,
        "worstPathCellList": "clkdlybuf4s15_1",
        "crit_path_end": "IPC[26]",
        "crit_path_start": "store[26]$_DFF_P_",
        "crit_family": "flip-flops",
        "worst-path-max-fanout": 1,
        "path_depth": 1,
        "critPathKind": "flip-flop to output pin",
        "cp.required_ns": 0.80,
        "arrival_ns": 0.76,
    },
    "placement": {
        "hpwl_um": 1740,
        "io_buffers": 64,
        "gp_congestion": 0.652,
        "placed_cell_area_um2": 1370,
    },
    "power": {
        "ir_worst_vdd_mv": 1.23,
        "p_clk_frac": 0.456,
        "powerDensity_nw_per_um2": 1950,
        "power_leakage_nw": 0.604,
        "pwr-share-comb": 0.071,
        "switchingPower_mw": 0.478,
        "swShare": 0.166,
        "cell_internal_pwr_mw": 2.40,
        "seqPwrFrac": 0.473,
    },
    "flow_run": {
        "max_cap_viol_count": 0,
        "tool_warnings": 25,
    },
    "hold_path": {
        "min_delay_path_depth": 1,
        "min_path_type": "primary input to flip-flop",
    },
    "run_status": {
        "status": "finished, final reports clean",
    },
}
==> cells by family (layout without fill, tap and decap cells) <==
group                  after synthesis  after routing  share of synthesized area
buffers and inverters                0             72                          0
DFF                                 32             32                       1.00
==> final cells by class <==
class | instances | area [um^2]
Fill cell | 463 | 3240
Sequential cell | 32 | 653
Timing Repair Buffer | 64 | 616
Tap cell | 67 | 83.8
Clock buffer | 7 | 96.3
Clock inverter | 1 | 30.0
==> stage by stage <==
stage / cells / total power, mW / setup slack, ns
final: 171 / 2.88 / 0.0394
after global routing: 171 / 3.01 / 0.0000667
after CTS: 171 / 2.93 / 0.0162
after detailed placement: 163 / 1.63 / 0.0302
after global placement: 163 / 1.63 / 0.0304
after floorplan: 32 / 1.37 / 0.538
==> how the worst min path moves through the flow <==
stage                  start                 to  slack [ns]
after CTS             PC[26]  store[26]$_DFF_P_        0.35
final                 PC[15]  store[15]$_DFF_P_        0.36
after global routing  PC[29]  store[29]$_DFF_P_        0.34
==> routing by layer <==
layer / track usage / up-vias
li1: - / 237
met1: 0.0463 / 203
met2: 0.0636 / 55
met3: 0.0662 / 4
met4: 0.00796 / 0
met5: 0 / -
==> synthesized netlist by cell type <==
master / n
dfxtp_1: 32
==> power groups by stage <==
stage	combinational (mW)	clock, mW	sequential, mW
finish	0.204	1.31	1.36
CTS	0.215	1.36	1.36
global route	0.223	1.42	1.37
Power is estimated from default activity; no workload was simulated.
